[flow/design.v]
module ALM_SOA5(
    input [7:0] x,
    input [7:0] y,
    output [15:0] p
    );
	wire [7:0] x_abs;
	wire [7:0] y_abs;
	assign x_abs = x ^ {8{x[7]}};
	assign y_abs = y ^ {8{y[7]}};
	wire [7:0] kx;
	wire zero_x;
	wire [2:0] code_x;    
    LOD8 LODx (
		.data_i(x_abs),
		.zero_o(zero_x),
		.data_o(kx)
	 ); 
	PriorityEncoder_8 PEx (
		.data_i(kx),
		.code_o(code_x)
	 ); 
	wire [7:0] ky;
	wire zero_y;
	wire [2:0] code_y;
	LOD8 LODy (
		.data_i(y_abs),
		.zero_o(zero_y),
		.data_o(ky)
	 ); 
	PriorityEncoder_8 PEy (
			.data_i(ky),
			.code_o(code_y)
		 ); 
    wire [2:0] code_x_inv;
	wire [2:0] barrel_x;
	assign code_x_inv = ~code_x;
	Barrel8L BShiftx (
		.data_i(x_abs),
		.shift_i(code_x_inv),
		.data_o(barrel_x)
 	 ); 
	wire [2:0] code_y_inv;
	wire [2:0] barrel_y;
	assign code_y_inv = ~code_y;
	Barrel8L BShifty (
		.data_i(y_abs),
		.shift_i(code_y_inv),
		.data_o(barrel_y)
 	);
	wire [5:0] op1;
	wire [5:0] op2;
	wire [10:0] L;
	wire c_in;
	assign op1 = {1'b0,code_x,barrel_x[2:1]};
	assign op2 = {1'b0,code_y,barrel_y[2:1]};
	assign c_in = barrel_x[0] & barrel_y[0];
	assign L[10:5] = op1 + op2 + c_in;
	assign L[4:0] = {5{1'b1}};
	wire [15:0] tmp_out; 
	AntiLog anti_log(
		.data_i(L),
		.data_o(tmp_out)
	);
	wire prod_sign; 
	wire [15:0] tmp_sign;
	assign prod_sign = x[7] ^ y[7];
	assign tmp_sign = {16{prod_sign}} ^ tmp_out;
	wire not_zero;
	assign not_zero = (~zero_x | x[15] | x[0]) & (~zero_y | y[15] | y[0]);
	assign p = not_zero ? tmp_sign : 16'b0;
endmodule
module AntiLog(
	input [10:0] data_i,
	output [15:0] data_o
	);
	wire [15:0] l1_in;
	wire [15:0] l1_out;
	wire [3:0] k_enc;
	wire [3:0] k_enc_inc;
	assign l1_in = {8'b0,1'b1,data_i[6:0]};
	assign k_enc = {1'b0,data_i[9:7]};
	carry_lookahead_inc inc_inst(
     .i_add1(k_enc),
     .o_result(k_enc_inc)
     );	
	Barrel16L L1shift (
		.data_i(l1_in),
		.shift_i(k_enc_inc),
		.data_o(l1_out)
 	 );
	wire [7:0] r_in;
	wire [7:0] r_out;
	wire [2:0] enc;
	assign enc = ~data_i[9:7];
	assign r_in = {1'b1,data_i[6:0]};
	Barrel8R Rshift (
		.data_i(r_in),
		.shift_i(enc),
		.data_o(r_out)
 	 );
	wire lr;
	wire [7:0] out_msb;
	assign lr = data_i[10];
	assign out_msb = {8{lr}} & l1_out[15:8];
	wire [7:0] out_lsb;
	assign out_lsb = lr ? l1_out[7:0] : r_out;
	assign data_o = {out_msb,out_lsb};
endmodule
module LOD8(
    input [7:0] data_i,
    output zero_o,
    output [7:0] data_o
    );
    wire [7:0] z;
    wire [1:0] zdet;
    wire [1:0] select;
    assign zdet[1] = |(data_i[7:4]) ;
    assign zdet[0] = |(data_i[3:0]);
    assign zero_o = ~( zdet[1] | zdet[0]);
    LOD4 lod2_1 (
        .data_i(data_i[7:4]), 
        .data_o(z[7:4])
        );
    LOD4 lod2_0 (
        .data_i(data_i[3:0]), 
        .data_o(z[3:0])
        );
    LOD2 Middle(
        .data_i(zdet), 
        .data_o(select)       
    );
	wire [7:0] tmp_out;
	Muxes2in1Array4 Inst_MUX214_1 (
        .data_i(z[7:4]), 
        .select_i(select[1]), 
        .data_o(tmp_out[7:4])
    );
    Muxes2in1Array4 Inst_MUX214_0 (
        .data_i(z[3:0]), 
        .select_i(select[0]), 
        .data_o(tmp_out[3:0])
    );
    assign data_o = tmp_out;
endmodule
module LOD4(
    input [3:0] data_i,
    output [3:0] data_o
    );
    wire mux0;
    wire mux1;
    wire mux2;
    assign mux2 = (data_i[3]==1) ? 1'b0 : 1'b1;
    assign mux1 = (data_i[2]==1) ? 1'b0 : mux2;
    assign mux0 = (data_i[1]==1) ? 1'b0 : mux1;
    assign data_o[3] = data_i[3];
    assign data_o[2] =(mux2 & data_i[2]);
    assign data_o[1] =(mux1 & data_i[1]);
    assign data_o[0] =(mux0 & data_i[0]);
endmodule
module LOD2(
    input [1:0] data_i,
    output [1:0] data_o
    );
    assign data_o[1] = data_i[1];
    assign data_o[0] = ~data_i[1] & data_i[0];
endmodule
module Muxes2in1Array4(
    input [3:0] data_i,
    input select_i,
    output [3:0] data_o
    );
	assign data_o[3] = select_i ? data_i[3] : 1'b0;
	assign data_o[2] = select_i ? data_i[2] : 1'b0;
	assign data_o[1] = select_i ? data_i[1] : 1'b0;
	assign data_o[0] = select_i ? data_i[0] : 1'b0;
endmodule
module PriorityEncoder_8(
    input [7:0] data_i,
    output [2:0] code_o
    );
    wire [3:0] tmp0;
    assign tmp0 = {data_i[7],data_i[5],data_i[3],data_i[1]};
    OR_tree code0(tmp0,code_o[0]);
    wire [3:0] tmp1;
    assign tmp1 = {data_i[7],data_i[6],data_i[3],data_i[2]};
    OR_tree code1(tmp1,code_o[1]);
    wire [3:0] tmp2;
    assign tmp2 = {data_i[7],data_i[6],data_i[5],data_i[4]};
    OR_tree code2(tmp2,code_o[2]);
endmodule
module OR_tree(
    input [3:0] data_i,
    output data_o
    );
    wire [1:0] tmp1;
    assign tmp1 = data_i[1:0] | data_i[3:2];
    assign data_o = tmp1[0] | tmp1[1];
endmodule
module Barrel8L(
    input [7:0] data_i,
    input [2:0] shift_i,
    output [2:0] data_o
    );
   reg [15:0] tmp;
   always @*
      case (shift_i)
         3'b000: tmp = data_i;
         3'b001: tmp = data_i << 1;
         3'b010: tmp = data_i << 2;
         3'b011: tmp = data_i << 3;
         3'b100: tmp = data_i << 4;
         3'b101: tmp = data_i << 5;
         3'b110: tmp = data_i << 6;
         default: tmp = data_i << 7;
      endcase
	assign data_o = tmp[7:5];
endmodule
module Barrel8R(
    input [7:0] data_i,
    input [2:0] shift_i,
    output reg [7:0] data_o
    );
   always @*
      case (shift_i)
         3'b000: data_o = data_i;
         3'b001: data_o = data_i << 1;
         3'b010: data_o = data_i << 2;
         3'b011: data_o = data_i << 3;
         3'b100: data_o = data_i << 4;
         3'b101: data_o = data_i << 5;
         3'b110: data_o = data_i << 6;
         default: data_o = data_i << 7;
      endcase
endmodule
module Barrel16L(
    input [15:0] data_i,
    input [3:0] shift_i,
    output reg [15:0] data_o
    );
   always @*
      case (shift_i)
         4'b0000: data_o = data_i;
         4'b0001: data_o = data_i << 1;
         4'b0010: data_o = data_i << 2;
         4'b0011: data_o = data_i << 3;
         4'b0100: data_o = data_i << 4;
         4'b0101: data_o = data_i << 5;
         4'b0110: data_o = data_i << 6;
         4'b0111: data_o = data_i << 7;
         default:  data_o = data_i << 8;
      endcase
endmodule
module carry_lookahead_inc
  (
   input [3:0] i_add1,
   output [3:0]  o_result
   );
  wire [4:0]     w_C;
  wire [3:0]   w_SUM;
  genvar  ii;
  generate 
    for (ii=0; ii<4; ii=ii+1) 
      begin: oncetold
         assign w_SUM[ii] = i_add1[ii] ^ w_C[ii];
      end
  endgenerate
  genvar jj;
  generate
    for (jj=0; jj<4; jj=jj+1) 
      begin : somebody
        assign w_C[jj+1] = (i_add1[jj] & w_C[jj]);
      end
  endgenerate
  assign w_C[0] = 1'b1;  
  assign o_result =  w_SUM;    
endmodule  
module mult_top(
    input clk,
    input  [15:0] x,
    input  [15:0] y,
    output reg [31:0] p_out
    );
    wire [31:0] P_vec;
    reg [15:0] X_vec;
    reg [15:0] Y_vec;
    ALM_SOA5 mult(X_vec,Y_vec,P_vec); 
    always @(posedge clk) 
    begin
        p_out = P_vec;
        X_vec = x;
        Y_vec = y;
    end
endmodule 
[flow/run.sh]
#!/bin/bash
# OpenROAD 26Q1-2900-gdf79404cd8, Yosys 0.63+post, stock flow scripts
make -C /OpenROAD-flow-scripts/flow DESIGN_CONFIG=/design/flow/config.mk WORK_HOME=/design/flow/orfs finish
[flow/config.mk]
export PLATFORM = sky130hd
export DESIGN_NAME = mult_top
export DESIGN_NICKNAME = mult_top
export VERILOG_FILES = /design/flow/design.v
export SDC_FILE = /design/flow/constraint.sdc
export NUM_CORES = 4
export LEC_CHECK = 1
export CORE_UTILIZATION = 30
[flow/constraint.sdc]
current_design mult_top

set clk_period 5.5
set clk_io_pct 0.2

create_clock -name clk0 -period $clk_period [get_ports {clk}]

set non_clock_inputs [all_inputs -no_clocks]
set_input_delay [expr $clk_period * $clk_io_pct] -clock clk0 $non_clock_inputs
set_output_delay [expr $clk_period * $clk_io_pct] -clock clk0 [all_outputs]
==> results.tsv <==
metric	value	unit
vias in the first global route	2024	
Die W	99.28	um
vias per cell	5.124	
port bufs	32	
EDFF count, synth	0	
DRC viols	0	
maxcap violations	0	
Filler Cells Inserted	945	
clock root buffer	clkbuf_8	
DP HPWL	4.180	mm
gp weighted congestion	0.8620	
cells resized by post-CTS repair	0	
status	finished, final reports clean	
Startpoint Class	flop	
Post-synth area hogs	dfxtp_1 (23%), buf_4 (4.5%), nand2_1 (3.6%), a21oi_1 (3.3%), nand2b_1 (3.1%)	
Total GRT Usage	12.25	%
met2 Use GR	18.59	%
core area	9196	um^2
GR Util met3	1.858	%
pwr/cell area	347.1	nW/um^2
synth cell count leaders	dfxtp_1 (32), nand2_1 (27), a21oi_1 (19)	
vias	2403	
M1 GR Usage	18.91	%
Max FO, Critical Path	14	
CP Data Required Time	5700	ps
period utilisation layout	89.44	%
worst skew pair latency	270	ps
f_max	203.3	MHz
worst setup path class	flop to flop	
minimum clock period	4919	ps
Die ar.	9857	um^2
Final setup viols	0	
syn avg cell area	8.449	um^2
critical path arrival	5120	ps
Final TNS setup	0	ps
area grow syn2layout	13.79	%
Lkg Pwr	1.210	nW
ys cells	336	
IO Count	65	
Synth top area share	22.57	%
CTS Buf Count	5	
first-pass GRT wire length	9.908	mm
Flops after synth	32	
Starting Density	30.87	%
Yosys cell types	78	
Routed Antenna Nets	0	
routed len/inst	12.06	um
top-count cell post-synth	dfxtp_1	
clock skew	6.875	ps
Hold Fails Final Rpt	0	
clock-pin slew on the worst setup and hold paths	60	ps
clk buf depth	2	
Layout Utilization	35.13	%
max_slew headroom	49.78	%
Setup Buffers After CTS	0	
Slew Limit Fails	0	
Commonest flop	dfxtp_1	
Worst VDD drop	179.1	uV
Placement Rows	35	
First-pass DRT Iterations	4	
TritonCTS clock tree	done	
GRT busiest layer	met1	
yosys synthesis chip area	2839	um^2
Combinational Area	1933	um^2
Chip Height	99.28	um
ys async rst share	0	%
Seq share, synth	22.57	%
Post-Syn Instances	336	
Congestion Overflow GR	0	
Hold Buf Count CTS	0	
initial antenna violation count	0	
largest net degree at the start of global routing	21	
yosys warns	9	
tool warnings	41	
unrepaired setup endpoints after global routing	false	
H-tree Lvls	2	
Worst Setup End Kind	flop	
Mapped Area	2839	um^2
Worst Max-Slew Pin Slew	753.2	ps
# diodes	0	
Register Area	640.6	um^2
layout cell share with drive strength beyond 1	13.69	%
Initial DRC Count	144	
total routed wirelength	5.656	mm
CTS sink cnt	32	
Hold WS	1101	ps
HP Class	flop to flop	
largest area contributor in the netlist	dfxtp_1	
[placed cells by master (no fill, tap or decap), types with 3 or more instances in the layout]
cell	instances
a211o_1	3
nand4b_1	3
a31oi_1	5
or2_4	3
nor2b_1	4
nor2_1	17
mux2i_1	6
nand2b_1	14
nand2_1	27
nand3_1	6
a211oi_1	5
o2111ai_1	4
o211ai_1	9
a21oi_1	19
buf_4	9
o21ai_0	17
o211ai_2	3
nor4b_1	4
o22ai_1	4
xnor2_1	10
and3_1	4
clkdlybuf4s50_1	32
ha_1	5
clkbuf_8	5
inv_1	12
conb_1	16
o2bb2ai_1	3
dfxtp_1	32
o21ai_1	3
xor2_1	8
nor3_1	5
[final cells by class]
| cell class | count | share of cell area (%) |
|---|---|---|
| multi-input cells | 265 | 59.84 |
| flip-flops and latches | 32 | 19.83 |
| repair buffers | 41 | 12.01 |
| well taps | 111 | 4.299 |
| clock buffers | 5 | 2.130 |
| inverters | 15 | 1.898 |
[path summary, 6_finish.rpt]
check,start,endpoint,slack (ps),cells after the start
hold reg to reg,Y_vec[7],p_out[2],1100,3
setup reg to reg,X_vec[7],p_out[6],580,19
hold / removal,Y_vec[7],p_out[2],1100,3
setup / recovery,X_vec[7],p_out[6],580,19
[cell families after synthesis]
kind of cell | share of synthesized area, %
compound gates | 30.72
simple gates | 20.27
buf+inv | 11.33
flops | 22.56
xor+xnor | 8.858
fa+ha+maj | 3.614
mux | 2.512
other cells | 0.1321
[sequential cells by signal, indices dropped and copies added, names as in the netlist]
name and cells:
p_out 16, X_vec 8, Y_vec 8
[metrics by stage]
stage | instance area [um^2] | instances | power [mW] | setup WS, ps
final | 3231 | 469 | 1.121 | 580.7
after global routing | 3231 | 469 | 1.210 | 249.3
after CTS | 3231 | 469 | 1.130 | 572.9
after detailed placement | 3162 | 464 | 0.9662 | 608.7
after global placement | 3162 | 464 | 0.9613 | 635.7
after floorplan | 2895 | 351 | 0.7757 | 755.9
[metal layers]
metal	vias up	routed length, um
met3	6	269
li1	1239	-
met2	73	2506
met4	0	63
met1	1085	2817
met5	-	0
[power by group]
group | internal, mW | switching (mW)
clock | 0.0814 | 0.0771
combinational | 0.329 | 0.310
sequential | 0.297 | 0.0269
[worst max-delay path, cell delays in order (launching register included)]
cell       delay [ps]
dfxtp_1           440
or3_1             460
o21ai_2           250
inv_1             120
nor4b_1           340
o2bb2ai_1         120
and3_1            180
fa_1              440
fa_1              400
nand2b_4          180
a21oi_4           190
xnor2_4           220
inv_4              50
ha_1              300
inv_1              50
or4_1             520
o211ai_2          100
o211ai_2          100
a211oi_2          250
xor2_1            160
Power is estimated from default activity; no workload was simulated.
