--- ./config.mk ---
export PLATFORM = sky130hd
export DESIGN_NAME = mul8s_1KR6
export DESIGN_NICKNAME = mul8s_1KR6
export VERILOG_FILES = /design/flow/design.v
export SDC_FILE = /design/flow/constraint.sdc
export NUM_CORES = 4
export LEC_CHECK = 1
export CORE_UTILIZATION = 30
--- ./constraint.sdc ---
current_design mul8s_1KR6

set clk_period 7.6
set clk_io_pct 0.2

create_clock -name clk0 -period $clk_period

set non_clock_inputs [all_inputs -no_clocks]
set_input_delay [expr $clk_period * $clk_io_pct] -clock clk0 $non_clock_inputs
set_output_delay [expr $clk_period * $clk_io_pct] -clock clk0 [all_outputs]
--- ./design.v ---
module mul8s_1KR6 ( x, y, p);
  input [7:0] x;
  input [7:0] y;
  output [15:0] p;
  wire [7:0] A;
  wire [7:0] B;
  wire [15:0] O;
  assign  A = x;
  assign  B = y;
  assign  p = O;
  wire C_1_6,C_1_7,C_2_1,C_2_2,C_2_3,C_2_4,C_2_5,C_2_6,C_2_7,C_3_0,C_3_1,C_3_2,C_3_3,C_3_4,C_3_5,C_3_6,C_3_7,C_4_0,C_4_1,C_4_2,C_4_3,C_4_4,C_4_5,C_4_6,C_4_7,C_5_0,C_5_1,C_5_2,C_5_3,C_5_4,C_5_5,C_5_6,C_5_7,C_6_0,C_6_1,C_6_2,C_6_3,C_6_4,C_6_5,C_6_6,C_6_7,C_7_0,C_7_1,C_7_2,C_7_3,C_7_4,C_7_5,C_7_6,C_7_7,C_8_0,C_8_1,C_8_2,C_8_3,C_8_4,C_8_5,C_8_6,C_8_7,S_0_7,S_1_2,S_1_3,S_1_4,S_1_5,S_1_6,S_1_7,S_2_1,S_2_2,S_2_3,S_2_4,S_2_5,S_2_6,S_2_7,S_3_0,S_3_1,S_3_2,S_3_3,S_3_4,S_3_5,S_3_6,S_3_7,S_4_0,S_4_1,S_4_2,S_4_3,S_4_4,S_4_5,S_4_6,S_4_7,S_5_0,S_5_1,S_5_2,S_5_3,S_5_4,S_5_5,S_5_6,S_5_7,S_6_0,S_6_1,S_6_2,S_6_3,S_6_4,S_6_5,S_6_6,S_6_7,S_7_0,S_7_1,S_7_2,S_7_3,S_7_4,S_7_5,S_7_6,S_7_7,S_8_0,S_8_1,S_8_2,S_8_3,S_8_4,S_8_5,S_8_6,S_8_7;
  assign S_0_7 = 1'b1;
  assign S_1_2 = (A[1] & B[2]);
  assign S_1_3 = (A[1] & B[3]);
  assign S_1_4 = (A[1] & B[4]);
  assign S_1_5 = (A[1] & B[5]);
  PDKGENHAX1 U2463 (.A(S_0_7), .B((A[1] & B[6])), .YS(S_1_6), .YC(C_1_6));
  PDKGENHAX1 U2464 (.A(1'b1), .B(~(A[1] & B[7])), .YS(S_1_7), .YC(C_1_7));
  PDKGENHAX1 U2466 (.A(S_1_2), .B((A[2] & B[1])), .YS(S_2_1), .YC(C_2_1));
  PDKGENHAX1 U2467 (.A(S_1_3), .B((A[2] & B[2])), .YS(S_2_2), .YC(C_2_2));
  PDKGENHAX1 U2468 (.A(S_1_4), .B((A[2] & B[3])), .YS(S_2_3), .YC(C_2_3));
  PDKGENHAX1 U2469 (.A(S_1_5), .B((A[2] & B[4])), .YS(S_2_4), .YC(C_2_4));
  PDKGENHAX1 U2470 (.A(S_1_6), .B((A[2] & B[5])), .YS(S_2_5), .YC(C_2_5));
  PDKGENFAX1 U2471 (.A(S_1_7), .B(C_1_6), .C((A[2] & B[6])), .YS(S_2_6), .YC(C_2_6));
  PDKGENHAX1 U2472 (.A(C_1_7), .B(~(A[2] & B[7])), .YS(S_2_7), .YC(C_2_7));
  PDKGENHAX1 U2473 (.A(S_2_1), .B((A[3] & B[0])), .YS(S_3_0), .YC(C_3_0));
  PDKGENFAX1 U2474 (.A(S_2_2), .B(C_2_1), .C((A[3] & B[1])), .YS(S_3_1), .YC(C_3_1));
  PDKGENFAX1 U2475 (.A(S_2_3), .B(C_2_2), .C((A[3] & B[2])), .YS(S_3_2), .YC(C_3_2));
  PDKGENFAX1 U2476 (.A(S_2_4), .B(C_2_3), .C((A[3] & B[3])), .YS(S_3_3), .YC(C_3_3));
  PDKGENFAX1 U2477 (.A(S_2_5), .B(C_2_4), .C((A[3] & B[4])), .YS(S_3_4), .YC(C_3_4));
  PDKGENFAX1 U2478 (.A(S_2_6), .B(C_2_5), .C((A[3] & B[5])), .YS(S_3_5), .YC(C_3_5));
  PDKGENFAX1 U2479 (.A(S_2_7), .B(C_2_6), .C((A[3] & B[6])), .YS(S_3_6), .YC(C_3_6));
  PDKGENHAX1 U2480 (.A(C_2_7), .B(~(A[3] & B[7])), .YS(S_3_7), .YC(C_3_7));
  PDKGENFAX1 U2481 (.A(S_3_1), .B(C_3_0), .C((A[4] & B[0])), .YS(S_4_0), .YC(C_4_0));
  PDKGENFAX1 U2482 (.A(S_3_2), .B(C_3_1), .C((A[4] & B[1])), .YS(S_4_1), .YC(C_4_1));
  PDKGENFAX1 U2483 (.A(S_3_3), .B(C_3_2), .C((A[4] & B[2])), .YS(S_4_2), .YC(C_4_2));
  PDKGENFAX1 U2484 (.A(S_3_4), .B(C_3_3), .C((A[4] & B[3])), .YS(S_4_3), .YC(C_4_3));
  PDKGENFAX1 U2485 (.A(S_3_5), .B(C_3_4), .C((A[4] & B[4])), .YS(S_4_4), .YC(C_4_4));
  PDKGENFAX1 U2486 (.A(S_3_6), .B(C_3_5), .C((A[4] & B[5])), .YS(S_4_5), .YC(C_4_5));
  PDKGENFAX1 U2487 (.A(S_3_7), .B(C_3_6), .C((A[4] & B[6])), .YS(S_4_6), .YC(C_4_6));
  PDKGENHAX1 U2488 (.A(C_3_7), .B(~(A[4] & B[7])), .YS(S_4_7), .YC(C_4_7));
  PDKGENFAX1 U2489 (.A(S_4_1), .B(C_4_0), .C((A[5] & B[0])), .YS(S_5_0), .YC(C_5_0));
  PDKGENFAX1 U2490 (.A(S_4_2), .B(C_4_1), .C((A[5] & B[1])), .YS(S_5_1), .YC(C_5_1));
  PDKGENFAX1 U2491 (.A(S_4_3), .B(C_4_2), .C((A[5] & B[2])), .YS(S_5_2), .YC(C_5_2));
  PDKGENFAX1 U2492 (.A(S_4_4), .B(C_4_3), .C((A[5] & B[3])), .YS(S_5_3), .YC(C_5_3));
  PDKGENFAX1 U2493 (.A(S_4_5), .B(C_4_4), .C((A[5] & B[4])), .YS(S_5_4), .YC(C_5_4));
  PDKGENFAX1 U2494 (.A(S_4_6), .B(C_4_5), .C((A[5] & B[5])), .YS(S_5_5), .YC(C_5_5));
  PDKGENFAX1 U2495 (.A(S_4_7), .B(C_4_6), .C((A[5] & B[6])), .YS(S_5_6), .YC(C_5_6));
  PDKGENHAX1 U2496 (.A(C_4_7), .B(~(A[5] & B[7])), .YS(S_5_7), .YC(C_5_7));
  PDKGENFAX1 U2497 (.A(S_5_1), .B(C_5_0), .C((A[6] & B[0])), .YS(S_6_0), .YC(C_6_0));
  PDKGENFAX1 U2498 (.A(S_5_2), .B(C_5_1), .C((A[6] & B[1])), .YS(S_6_1), .YC(C_6_1));
  PDKGENFAX1 U2499 (.A(S_5_3), .B(C_5_2), .C((A[6] & B[2])), .YS(S_6_2), .YC(C_6_2));
  PDKGENFAX1 U2500 (.A(S_5_4), .B(C_5_3), .C((A[6] & B[3])), .YS(S_6_3), .YC(C_6_3));
  PDKGENFAX1 U2501 (.A(S_5_5), .B(C_5_4), .C((A[6] & B[4])), .YS(S_6_4), .YC(C_6_4));
  PDKGENFAX1 U2502 (.A(S_5_6), .B(C_5_5), .C((A[6] & B[5])), .YS(S_6_5), .YC(C_6_5));
  PDKGENFAX1 U2503 (.A(S_5_7), .B(C_5_6), .C((A[6] & B[6])), .YS(S_6_6), .YC(C_6_6));
  PDKGENHAX1 U2504 (.A(C_5_7), .B(~(A[6] & B[7])), .YS(S_6_7), .YC(C_6_7));
  PDKGENFAX1 U2505 (.A(S_6_1), .B(C_6_0), .C(~(A[7] & B[0])), .YS(S_7_0), .YC(C_7_0));
  PDKGENFAX1 U2506 (.A(S_6_2), .B(C_6_1), .C(~(A[7] & B[1])), .YS(S_7_1), .YC(C_7_1));
  PDKGENFAX1 U2507 (.A(S_6_3), .B(C_6_2), .C(~(A[7] & B[2])), .YS(S_7_2), .YC(C_7_2));
  PDKGENFAX1 U2508 (.A(S_6_4), .B(C_6_3), .C(~(A[7] & B[3])), .YS(S_7_3), .YC(C_7_3));
  PDKGENFAX1 U2509 (.A(S_6_5), .B(C_6_4), .C(~(A[7] & B[4])), .YS(S_7_4), .YC(C_7_4));
  PDKGENFAX1 U2510 (.A(S_6_6), .B(C_6_5), .C(~(A[7] & B[5])), .YS(S_7_5), .YC(C_7_5));
  PDKGENFAX1 U2511 (.A(S_6_7), .B(C_6_6), .C(~(A[7] & B[6])), .YS(S_7_6), .YC(C_7_6));
  PDKGENHAX1 U2512 (.A(C_6_7), .B((A[7] & B[7])), .YS(S_7_7), .YC(C_7_7));
  PDKGENHAX1 U2513 (.A(S_7_1), .B(C_7_0), .YS(S_8_0), .YC(C_8_0));
  PDKGENFAX1 U2514 (.A(S_7_2), .B(C_8_0), .C(C_7_1), .YS(S_8_1), .YC(C_8_1));
  PDKGENFAX1 U2515 (.A(S_7_3), .B(C_8_1), .C(C_7_2), .YS(S_8_2), .YC(C_8_2));
  PDKGENFAX1 U2516 (.A(S_7_4), .B(C_8_2), .C(C_7_3), .YS(S_8_3), .YC(C_8_3));
  PDKGENFAX1 U2517 (.A(S_7_5), .B(C_8_3), .C(C_7_4), .YS(S_8_4), .YC(C_8_4));
  PDKGENFAX1 U2518 (.A(S_7_6), .B(C_8_4), .C(C_7_5), .YS(S_8_5), .YC(C_8_5));
  PDKGENFAX1 U2519 (.A(S_7_7), .B(C_8_5), .C(C_7_6), .YS(S_8_6), .YC(C_8_6));
  PDKGENFAX1 U2520 (.A(1'b1), .B(C_8_6), .C(C_7_7), .YS(S_8_7), .YC(C_8_7));
  assign O = {S_8_7,S_8_6,S_8_5,S_8_4,S_8_3,S_8_2,S_8_1,S_8_0,S_7_0,S_6_0,S_5_0,S_4_0,S_3_0,1'b0,1'b0,1'b0};
endmodule
module PDKGENHAX1( input A, input B, output YS, output YC );
    assign YS = A ^ B;
    assign YC = A & B;
endmodule
module PDKGENFAX1( input A, input B, input C, output YS, output YC );
    assign YS = (A ^ B) ^ C;
    assign YC = (A & B) | (B & C) | (A & C);
endmodule
--- ./run.sh ---
#!/bin/bash
# OpenROAD 26Q1-2900-gdf79404cd8, Yosys 0.63+post, stock flow scripts
make -C /OpenROAD-flow-scripts/flow DESIGN_CONFIG=/design/flow/config.mk WORK_HOME=/design/flow/orfs finish
==> notes.md <==
flow finished, numbers: first-pass GRT wire length=4420 um, GRT Total Usage=9.97%, Crit Path Class=in2out, antenna cells=0, initial antenna violation count=0, WHS=3580 ps, yosys adder share=60.5%, Final Hold Viols=0, aoi share=0%, routability cong.=between 0.7 and 0.8, Vias=roughly 1100, Post-Route WL=2220 um, Final HPWL DP=around 2200 um, CP required=between 6000 and 7000 ps, Chip Width=around 76 um, average wire per standard cell=about 7.8 um, Leak Pwr=~0.0011 uW, Log Warnings=36, min cycle time layout=between 8000 and 9000 ps, RSZ-0062 raised after global routing=yes, FMAX=approximately 110 MHz, Warnings, synthesis=0, Syn-to-layout area delta=22.3%, final setup fails=5, Die ar.=roughly 5700 um2, mux frac, synth=0%, number of max-cap violations=0, yosys cell count=between 150 and 200, detailed-route vias per instance=3.90, setup ws final=-1160 ps, Simple Share, Synth=17.5%, Core Region=roughly 5200 um2, Cells after Synth=~190, flop count=0, Buffers on Ports=28, largest net degree at the start of global routing=9, Routed Antenna Nets=0, Setup crit start kind=input port, initial DRC count=18, DR pass1 iterations=2, area of the mapped netlist=about 1600 um2, Ports=32, placed cell count=285, outcome=complete, but fails checks, final period utilization=115%, peak supply drop=about 130 uV, failing checks=setup timing, num rows=26, mean post-synth cell area=slightly below 9 um2, clk_buf instances=0, Overflow after GRT=0, arrival time at the worst endpoint=just over 7000 ps, layout cells sized above 1=between 10% and 20%, non-filler cells in the finished layout=approximately 290, yosys synthesis chip area=around 1600 um2, xor+xnor area frac=less than 1%, Setup TNS=-3670 ps, Pins Over Slew Limit=0, register area=0 um2, Worst setup EP type=output pin, Max FO, Critical Path=3, Pwr per Cell Area=about 220 nW/um2, Seq share, synth=0%, # DRC=0, worst hold path class=in2out, Floorplan Utilization=31.4%, Die Y=75.6 um, vias in the first global route=~1200, comb area leader=adder cells, Synth cell types=8
## final timing paths
check             startpoint  slack (ps)  depth (start not counted)    end
hold / removal          y[7]        3580                          5  p[15]
setup / recovery        y[6]       -1160                         22  p[14]
## final cells by class
cell class | instances | area [um2]
repair buffers | 42 | 358
well taps | 70 | 87.6
multi-input cells | 113 | 1320
inverters | 60 | 225
fillers | 545 | 3180
## worst max-delay path, stage by stage
cell and delay (ps):
buf_8 100, and2_4 150, fa_2 560, inv_2 40, fa_1 490, inv_1 50, fa_2 520, fa_1 400
inv_1 80, fa_1 420, fa_1 430, inv_1 70, ha_2 170, fa_2 200, inv_2 30, fa_2 330
fa_2 340, fa_2 340, fa_2 340, fa_2 530, inv_1 30, buf_2 90
## per-layer routing
layer	part of all wire (%)	vias to the layer above	GRT usage (%)	wire length [um]
li1	-	550	-	-
met1	50	542	14.6	1100
met2	47	20	18.6	1050
met3	3.0	0	0	66
met4	0	0	0	0
met5	0	-	0	0
## Yosys cell counts
| cell | number | area, um2 |
|---|---|---|
| fa_1 | 41 | 821 |
| and2_1 | 31 | 194 |
| conb_1 | 1 | 3.75 |
| buf_4 | 16 | 120 |
| xor2_1 | 1 | 8.76 |
| ha_1 | 13 | 163 |
| inv_1 | 60 | 225 |
| nand2_1 | 24 | 90.1 |
## cell usage in the layout, fill, tap and decap left out
| cell type | synthesis | layout |
|---|---|---|
| clkdlybuf4s50_1 | 0 | 15 |
| and2_4 | 0 | 3 |
| ha_1 | 13 | 12 |
| and2_1 | 31 | 28 |
| xor2_1 | 1 | 1 |
| inv_2 | 0 | 4 |
| fa_1 | 41 | 33 |
| fa_2 | 0 | 8 |
| inv_1 | 60 | 56 |
| dlygate4sd2_1 | 0 | 2 |
| nand2_1 | 24 | 24 |
| dlymetal6s2s_1 | 0 | 1 |
| buf_8 | 0 | 1 |
| ha_2 | 0 | 1 |
| conb_1 | 1 | 3 |
| buf_6 | 0 | 2 |
| buf_2 | 0 | 7 |
| buf_4 | 16 | 14 |
## power by group
group / internal, uW / leakage (uW) / switching, uW / total (uW)
sequential: 0 / 0 / 0 / 0
clock: 0 / 0 / 0 / 0
combinational: 248 / 0.00106 / 183 / 431
total: 248 / 0.00106 / 183 / 431
## cell families (layout without fill, tap and decap cells)
group | count (synthesis) | after routing
XOR/XNOR | 1 | 1
adder cells (fa/ha/maj) | 54 | 54
buffers and inverters | 76 | 102
other | 1 | 3
AND/OR/NAND/NOR | 55 | 55
## repair_timing
| action | CTS | global route |
|---|---|---|
| buffers inserted | 0 | 0 |
| gates resized | 48 | 4 |
| pin swaps | 17 | 12 |
| endpoints found under the setup margin | 7 | 7 |
| hold buffers | 0 | 0 |
## through the flow
step                      power, uW  util [%]  area [um2]  setup slack [ps]
final                           431      38.4        1990             -1160
after global routing            534      38.4        1990             -1360
after CTS                       458      38.3        1980             -1330
after detailed placement        512      38.7        2000             -1900
after global placement          512      38.7        2000             -1890
after floorplan                 382         -        1650              -961
Power and IR drop assume default switching activity.
